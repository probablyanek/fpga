File: flow/config.mk
export PLATFORM = sky130hd
export DESIGN_NAME = vending_machine_with_display
export DESIGN_NICKNAME = vending_machine_with_display
export VERILOG_FILES = /design/flow/design.v
export SDC_FILE = /design/flow/constraint.sdc
export NUM_CORES = 4
export LEC_CHECK = 1
export CORE_AREA = 10 10 70 70
export DIE_AREA = 0 0 80 80
File: flow/constraint.sdc
current_design vending_machine_with_display

set clk_period 1.4
set clk_io_pct 0.2

create_clock -name clk0 -period $clk_period [get_ports {clk}]

set non_clock_inputs [all_inputs -no_clocks]
set_input_delay [expr $clk_period * $clk_io_pct] -clock clk0 $non_clock_inputs
set_output_delay [expr $clk_period * $clk_io_pct] -clock clk0 [all_outputs]
File: flow/design.v
module vending_machine_with_display (
    input clk,
    input rst,
    input in_5,
    input in_10,
    output dispense,
    output wire [6:0] seg_tens,
    output wire [6:0] seg_ones
);
    localparam S_0        = 3'b000;
    localparam S_5        = 3'b001;
    localparam S_10       = 3'b010;
    localparam S_15       = 3'b011;
    localparam S_DISPENSE = 3'b100;
    reg [2:0] current_state;
    reg [2:0] next_state;
    reg [3:0] bcd_tens;
    reg [3:0] bcd_ones;
    always @(posedge clk or posedge rst) begin
        if (rst) begin
            current_state <= S_0;
        end else begin
            current_state <= next_state;
        end
    end
    always @(*) begin
        next_state = current_state;
        case (current_state)
            S_0: begin
                if (in_5)       next_state = S_5;
                else if (in_10) next_state = S_10;
            end
            S_5: begin
                if (in_5)       next_state = S_10;
                else if (in_10) next_state = S_15;
            end
            S_10: begin
                if (in_5)       next_state = S_15;
                else if (in_10) next_state = S_DISPENSE;
            end
            S_15: begin
                if (in_5 || in_10) next_state = S_DISPENSE;
            end
            S_DISPENSE: begin
                next_state = S_0;
            end
            default: begin
                next_state = S_0;
            end
        endcase
    end
    assign dispense = (current_state == S_DISPENSE);
    always @(*) begin
        case (current_state)
            S_0: begin
                bcd_tens = 4'd0;
                bcd_ones = 4'd0;
            end
            S_5: begin
                bcd_tens = 4'd0;
                bcd_ones = 4'd5;
            end
            S_10: begin
                bcd_tens = 4'd1;
                bcd_ones = 4'd0;
            end
            S_15: begin
                bcd_tens = 4'd1;
                bcd_ones = 4'd5;
            end
            S_DISPENSE: begin
                bcd_tens = 4'd0;
                bcd_ones = 4'd0;
            end
            default: begin
                bcd_tens = 4'd0;
                bcd_ones = 4'd0;
            end
        endcase
    end
    bcd_to_7seg decoder_tens (
        .num(bcd_tens),
        .seg(seg_tens)
    );
    bcd_to_7seg decoder_ones (
        .num(bcd_ones),
        .seg(seg_ones)
    );
endmodule
module bcd_to_7seg(
    input [3:0] num,
    output reg [6:0] seg
);
    always @ (*) begin
        case(num)
            4'd0: seg = 7'b1000000;
            4'd1: seg = 7'b1111001;
            4'd2: seg = 7'b0100100;
            4'd3: seg = 7'b0110000;
            4'd4: seg = 7'b0011001;
            4'd5: seg = 7'b0010010;
            4'd6: seg = 7'b0000010;
            4'd7: seg = 7'b1111000;
            4'd8: seg = 7'b0000000;
            4'd9: seg = 7'b0010000;
            default: seg = 7'b1111111;
        endcase
    end
endmodule
File: flow/run.sh
#!/bin/bash
# OpenROAD 26Q1-2900-gdf79404cd8, Yosys 0.63+post, stock flow scripts
make -C /OpenROAD-flow-scripts/flow DESIGN_CONFIG=/design/flow/config.mk WORK_HOME=/design/flow/orfs finish
==> flow_summary.toml <==
# yosys + openroad results
[status]
status = "complete, no violations"

[clock_tree]
cts_tree = "done"
cts.sinks = 5
cts_buffer_depth = 2
clockRootBuffer = "clkbuf_4"
worstSkewPairLatency_ns = 0.25
cts_buffers = 3
postCtsSetupBuffers = 0
cts_max_level = 1
clkTransAtPathRegs_ns = 0.05

[worst_setup_path]
critPathTopFamily = "flip-flops"
crit_path_end_kind = "primary output"
cp_cell_sequence = "or2_4, inv_2, clkbuf_2"
worstPathMaxFanout = 3
r2r_end = "current_state[4]$_DFF_PP0_"
max_stage_delay_ns = 0.39
cp.required_ns = 1.12
worstSetupStartpointType = "flip-flop"
arrival_ns = 1.02
critPathSlowestCell = "dfrtp_1"
ff2ff_setup_slack_ns = 0.55
critPathKind = "flip-flop to primary output"
r2r_start = "current_state[4]$_DFF_PP0_"
path_buffers = 2
r2r_cells = 3

[die]
dieArea_um2 = 6400
die.size.y_um = 80
fp_util = 0.0934
fp-row-count = 21
coreArea_um2 = 3420
io_pins = 19
chipWidth_um = 80

[routing]
dr_total_vias = 230
avgViaCountPerCell = 2.50
wl_per_cell_um = 7.89
first_iter_violations = 8
antenna_left = 0
drc = 0
drt-total-wl_um = 726
num_antenna_cells = 0
dr.pass1.iters = 2

[placed_design]
io_buffers = 11
placed_cells = 88
post-place-ws_ns = -0.0746
detailed_place_hpwl_um = 596
placed_cell_area_um2 = 438
gp_congestion = 0.752

[final_layout]
area_delta_synth_final_pct = 36.9
drive_above_1_share = 0.391
largest_reg_flops = 5
fill_cells = 396
regMostFlops = "current_state"
fin_area_um2 = 437
largest_registers = "current_state x5"
final_cell_mix = "conb_1, clkbuf_2, dfrtp_1"
stdcell_count = 92

[yosys]
synth_stat.cells = 35
synth-edff-count = 0
synth_flops = 5
ys_area_um2 = 319
synth_cell_types = 14
syn_area_um2 = 319
avgSynthCellArea_um2 = 9.12
synthCells = 35
synth-warning-count = 2
async_flop_share = 1.00
ff_type = "dfrtp_1"
ys_seq_frac = 0.396

[global_routing]
grt_usage = 0.0230
grt_pass1_vias = 265
grt_overflow_total = 0
grt_pass1_wl_mm = 1.13
antenna_found_initial = 0
grt_max_degree = 8

[final_timing]
layout_setup_ws_ns = 0.0957
timing.fmax_ghz = 0.767
rsz0062_at_grt = "false"
whs_ns = 0.234
drv_slew = 0
finalCriticalPeriod_ns = 1.30
fin_crit_sh = 0.932
setup_viol = 0
skew_ns = 0.00582
setup_tns_ns = 0
hold_viol_final = 0

[power]
pwr_density_cell_nw_per_um2 = 1500
leakage_nw = 0.232
peakVddDrop_mv = 0.321

[flow_run]
warnings = 26
cap_viol_max_count = 0

[worst_hold_path]
hold_path.class = "primary input to asynchronous set/reset pin"
worst max-delay path by stage:
stage | start | endpoint | slack [ns] | cells after the start
4_1_cts | current_state[2]$_DFF_PP0_ | seg_tens[4] | -0.01 | 2
5_1_grt | current_state[4]$_DFF_PP0_ | seg_ones[6] | 0.02 | 3
6_report | current_state[4]$_DFF_PP0_ | seg_ones[6] | 0.1 | 3
cell families (layout without fill, tap and decap cells):
| kind of cell | after synthesis | in the layout | share of synthesized area |
|---|---|---|---|
| flip-flops | 5 | 5 | 0.396 |
| buffers and inverters | 15 | 21 | 0.318 |
| AND/OR/NAND/NOR | 6 | 6 | 0.102 |
| AND-OR/OR-AND | 5 | 5 | 0.0980 |
| multiplexers | 2 | 2 | 0.0627 |
| other | 2 | 7 | 0.0235 |
cell usage after synthesis, types with 2 or more instances:
cell	instances	share of area
inv_1	3	0.035
conb_1	2	0.024
buf_4	12	0.28
o21ai_1	2	0.031
or2_2	2	0.039
nand2_1	2	0.024
dfrtp_1	4	0.31
mux2i_1	2	0.063
final cells by class:
type / count / area (µm²) / share of cell area
Sequential cell: 5 / 126 / 0.289
Timing Repair Buffer: 14 / 100 / 0.229
Multi-Input combinational cell: 20 / 115 / 0.264
Tap cell: 46 / 57.6 / 0.132
Inverter: 3 / 11.3 / 0.0258
Clock buffer: 4 / 26.3 / 0.0602
power breakdown:
part	switching [mW]	internal, mW	leakage (nW)
combinational	0.0899	0.174	0.152
clock	0.0625	0.108	0.0150
sequential	0.0260	0.195	0.0645
total	0.178	0.477	0.232
worst reg2reg max path, stage by stage (launching register included):
cell and delay (ns):
dfrtp_1 0.39, buf_4 0.14, mux2i_1 0.13, o21ai_1 0.07
metrics by stage:
stage	total power [mW]	util
floorplan	0.398	-
CTS	0.713	0.136
global placement	0.562	0.128
global route	0.735	0.128
finish	0.656	0.128
detailed placement	0.568	0.128
routing by layer:
layer	vias up	wire, µm	track usage
met5	-	0	0
met3	2	152	0.0295
li1	111	-	-
met4	0	4	0.00528
met2	18	187	0.0249
met1	99	381	0.0262
repair_timing:
item                       4_1_cts  5_1_grt
setup endpoints to repair        7        5
hold buffers                     0        0
pin swaps                        2        2
gates resized                   14       11
Power and IR drop assume default switching activity.
