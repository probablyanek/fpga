==> flow/design.v <==
module EXP3(input clk, input rst, output wire [3:0] q);
    wire w;
    slowcounter u1(.clk(clk), .rst(rst), .slowclk(w));
    counter u2(.clk(w), .rst(rst), .q(q));
endmodule
module counter(input clk, input rst, output reg [3:0] q);
    always @ (posedge clk or negedge rst) begin
        if (!rst)
            q <= 4'b0;
        else
            q <= q + 1;
    end
endmodule
module slowcounter(input clk, input rst, output slowclk);
    reg [3:0] q;
    always @ (posedge clk or negedge rst) begin
        if (!rst)
            q <= 4'b0;
        else
            q <= q + 1;
    end
    assign slowclk = q[3];  
endmodule
==> flow/run.sh <==
#!/bin/bash
# OpenROAD 26Q1-2900-gdf79404cd8, Yosys 0.63+post, stock flow scripts
make -C /OpenROAD-flow-scripts/flow DESIGN_CONFIG=/design/flow/config.mk WORK_HOME=/design/flow/orfs finish
==> flow/config.mk <==
export PLATFORM = sky130hd
export DESIGN_NAME = EXP3
export DESIGN_NICKNAME = EXP3
export VERILOG_FILES = /design/flow/design.v
export SDC_FILE = /design/flow/constraint.sdc
export NUM_CORES = 4
export LEC_CHECK = 1
export CORE_AREA = 10 10 70 70
export DIE_AREA = 0 0 80 80
==> flow/constraint.sdc <==
current_design EXP3

set clk_period 1.1
set clk_io_pct 0.2

create_clock -name clk0 -period $clk_period [get_ports {clk}]

set non_clock_inputs [all_inputs -no_clocks]
set_input_delay [expr $clk_period * $clk_io_pct] -clock clk0 $non_clock_inputs
set_output_delay [expr $clk_period * $clk_io_pct] -clock clk0 [all_outputs]
==> impl_metrics.csv <==
group,metric,value,unit
power_and_ir_drop,power_density,823,nW/um^2
critical_path,worstSetupStartpointType,"flop",
critical_path,crit_start,"u1.q[0]$_DFF_PN0_",
synth,top_cell,"dfrtp_1",
sta,hold_viol,0,
clock_network,cts_buffers,3,
die,ioPinCount,6,
synth,avgSynthCellArea,15.4,um^2
critical_path,worstPathRequired,1.22,ns
power_and_ir_drop,ir_drop,0.319,mV
routing,drc_errors,0,
synth,synth_cell_types,6,
clock_network,ctsHoldBuffers,0,
sta,rsz0062_at_grt,"false",
synth,flop_cell,"dfrtp_1",
cells_and_area,area_growth,46.8,%
routing,vias,161,
place,io_buffers,5,
die,die_w,80,um
synth,area_leaders,"dfrtp_1 (72%), ha_1 (9.0%), xnor2_1 (6.3%), xor2_1 (6.3%), nand3_1 (3.6%)",
sta,post-route-period-util,77.4,%
synth,syn_area,278,um^2
critical_path,cp_max_fo,3,
critical_path,cp_slowest_cell,"dfrtp_1",
die,initCoreUtil,8.13,%
sta,fmax,1170,MHz
grt,grt_use_total,1.44,%
sta,slew_headroom,77.4,%
sta,unclocked_regs,4,
synth,synth_cells,18,
clock_network,cts_max_level,1,
cells_and_area,drive_above_1_share,11.5,%
die,fp.dieH,80,um
synth,top_area_share,72.1,%
synth,ys.warnings.count,2,
routing,vias_per_cell,2.24,
place,routabilityCongestion,0.676,
power_and_ir_drop,p_leak,0.000192,uW
hold_path,hold_class,"in -> async",
critical_path,cp.arrival,0.97,ns
die,num_rows,21,
sta,setup_violations,0,
grt,grt_overflow,0,
routing,wire_per_inst,5.47,um
sta,unconstrained_endpoints,8,
grt,antenna_found_initial,0,
cells_and_area,num-fill-cells,390,
clock_network,clock_latency,0.23,ns
die,die_area,6400,um^2
outcome,status,"finished clean",
cells_and_area,flop_area,200,um^2
synth,ys_seq_share,72.1,%
synth,top_area_cell,"dfrtp_1",
critical_path,r2r_cells,2,
die,coreArea,3420,um^2
sta,worstMarginPinSlew,0.339,ns
grt,grt_pass1_wl,724,um
clock_network,cts_resized,0,
critical_path,reg2reg_slack,0.25,ns
synth,yosys_area,278,um^2
critical_path,regToRegEndpoint,"u1.q[2]$_DFF_PN0_",
synth,edf_count,0,
routing,ant_nets,0,
sta,fin_tns_setup,0,ns
synth,synth-seq-cells,8,
clock_network,ctsLongestPathBuffers,2,
flow_run,maxCapViolCount,0,
flow_run,log.warning_count,25,
critical_path,critical_path_class,"reg -> reg",
clock_network,cts_tree,"built",
routing,drtIter0Drc,2,
routing,routed_wl,394,um
grt,grt_pass1_vias,179,
critical_path,path_cells,"ha_1 > xor2_1",
clock_network,cts_root_buf,"clkbuf_4",
clock_network,path_clk_slew,0.04,ns
sta,skew,0.000874,ns
sta,maxSlewViolCount,0,
cells_and_area,comb_area,70.1,um^2
sta,period_minus_slack,0.852,ns
clock_network,postCtsSetupBuffers,0,
cells_and_area,postLayoutCoreUtil,11.9,%
synth,synthArstFlopShare,100,%
critical_path,r2r-start,"u1.q[0]$_DFF_PN0_",
grt,grt_max_degree,9,
synth,ys_cells,18,
critical_path,critPathMaxStageDelay,0.39,ns
routing,first_pass_iters,2,
routing,n_antenna_cell,0,
critical_path,worstSetupEndpointType,"flop",
## flip-flops by register name, indices dropped and copies added, names as in the netlist
register / count
u1.q: 4
u2.q: 4
## stage by stage
| stage | setup slack (ns) | hold slack [ns] | instance area [um^2] | power [uW] | instances |
|---|---|---|---|---|---|
| finish | 0.248 | 0.259 | 408 | 336 | 72 |
| floorplan | 0.279 | -0.0756 | 278 | 150 | 18 |
| detailed placement | 0.244 | 0.450 | 385 | 158 | 69 |
| CTS | 0.238 | 0.262 | 408 | 346 | 72 |
| global placement | 0.269 | 0.433 | 385 | 158 | 69 |
| global route | 0.213 | 0.284 | 408 | 358 | 72 |
## cell families (layout without fill, tap and decap cells)
family	count (synthesis)	after routing	share of synthesized area, %
DFF	8	8	72.1
xor gates and xnor gates	4	4	12.6
adders and majority gates	2	2	9.01
and+or+nand+nor	2	2	3.60
buffers and inverters	2	10	2.70
## layout by cell type (no fill, tap or decap)
master,instances
inv_1,2
clkdlybuf4s50_1,5
dfrtp_1,8
xor2_1,2
clkbuf_4,3
nand3_1,2
ha_1,2
xnor2_1,2
## power by group
group	internal (uW)	switching (uW)
sequential	148	0
clock	122	57.8
combinational	3.15	5.09
## how the worst max path moves through the flow
stage	endpoint	slack, ns	cells after the start
after CTS	u1.q[2]$_DFF_PN0_	0.24	2
after global routing	u1.q[2]$_DFF_PN0_	0.21	2
final	u1.q[2]$_DFF_PN0_	0.25	2
## per-layer routing
metal	wire length [um]	vias up	part of all wire (%)	GRT usage, %
li1	-	74	-	-
met1	174	79	44	1.42
met4	0	0	0	0.176
met3	89	0	23	1.70
met5	0	-	0	0
met2	130	8	33	2.01
## worst max-delay path, delay by kind of cell (launching register included)
kind                     cells  cell delay (ns)
flip-flops                   1             0.39
adder cells (fa/ha/maj)      1             0.21
XOR/XNOR                     1             0.14
## final cells by class
| class | instances | share of cell area (%) |
|---|---|---|
| clock buffer | 3 | 5.52 |
| sequential | 8 | 49.1 |
| multi-input combinational | 8 | 17.2 |
| tap | 46 | 14.1 |
| inverter | 2 | 1.84 |
| timing repair buffer | 5 | 12.3 |
No activity file was given, so power comes from the tool's default toggle rates.
